## flow/constraint.sdc

```tcl
current_design MR

set clk_period 11.2
set clk_io_pct 0.2

create_clock -name clk0 -period $clk_period [get_ports {clk}]

set non_clock_inputs [all_inputs -no_clocks]
set_input_delay [expr $clk_period * $clk_io_pct] -clock clk0 $non_clock_inputs
set_output_delay [expr $clk_period * $clk_io_pct] -clock clk0 [all_outputs]
```

## flow/design.v

```verilog
module MR(
    input clk,
    input mode,  
    input [45:0] d,
    output [23:0] MR_output
);  
    wire [24:0] Q;
    wire [24:0] D_CSA_input[0:4];
    wire [24:0] D_CSA_sum[0:2], D_CSA_carry[0:2];
    wire [14:0] K_CSA_input[0:7];
    wire [24:0] K_CSA_sum[0:5], K_CSA_carry[0:5];
    reg [24:0] CPA_input[0:1];
    reg signed [24:0] CPA_output_w, CPA_output_r;
    reg [24:0] MR_output_w, MR_output_r;
    assign MR_output = (mode) ? MR_output_r[23:0] : {11'd0, MR_output_r[12:0]};  
    assign Q = (mode) ? 25'd8380417 : 25'd3329;  
    assign D_CSA_input[0] = {2'd0, d[45:23]}; 
    assign D_CSA_input[1] = {2'd0, ~d[22:0]};
    assign D_CSA_input[2] = {2'd0, ~d[9:0], d[22:10]}; 
    assign D_CSA_input[3] = {1'd1, 10'd0, 1'd1, d[9:0], 3'd1}; 
    assign D_CSA_input[4] = 25'd8380417;
    assign D_CSA_sum[0] = D_CSA_input[0] ^ D_CSA_input[1] ^ D_CSA_input[2];
    assign D_CSA_carry[0] = ((D_CSA_input[0] & D_CSA_input[1]) | (D_CSA_input[1] & D_CSA_input[2]) | (D_CSA_input[2] & D_CSA_input[0])) << 1;
    assign D_CSA_sum[1] = D_CSA_sum[0] ^ D_CSA_carry[0] ^ D_CSA_input[3];
    assign D_CSA_carry[1] = ((D_CSA_sum[0] & D_CSA_carry[0]) | (D_CSA_carry[0] & D_CSA_input[3]) | (D_CSA_input[3] & D_CSA_sum[0])) << 1;
    assign D_CSA_sum[2] = D_CSA_sum[1] ^ D_CSA_carry[1] ^ D_CSA_input[4];
    assign D_CSA_carry[2] = ((D_CSA_sum[1] & D_CSA_carry[1]) | (D_CSA_carry[1] & D_CSA_input[4]) | (D_CSA_input[4] & D_CSA_sum[1])) << 1;
    assign K_CSA_input[0] = {2'd0, d[24:12]};
    assign K_CSA_input[1] = {3'd0, ~d[11:0]};
    assign K_CSA_input[2] = {6'd0, d[11:4], 1'd0};
    assign K_CSA_input[3] = {7'd0, d[11:4]};
    assign K_CSA_input[4] = {3'd0, d[3:2], ~d[3:2], d[3:2], 4'd0, d[3:2]};
    assign K_CSA_input[5] = {4'd0, ~d[1:0], ~d[1:0],1'd0, d[1:0], 4'd0};
    assign K_CSA_input[6] = 15'b110_0101_1000_0001;
    assign K_CSA_input[7] = (d[1:0] > d[3:2]) ? 15'd3329 : 15'd0; 
    assign K_CSA_sum[0] = K_CSA_input[0] ^ K_CSA_input[1] ^ K_CSA_input[2];
    assign K_CSA_carry[0] = ((K_CSA_input[0] & K_CSA_input[1]) | (K_CSA_input[1] & K_CSA_input[2]) | (K_CSA_input[2] & K_CSA_input[0])) << 1;
    assign K_CSA_sum[1] = K_CSA_sum[0] ^ K_CSA_carry[0] ^ K_CSA_input[3];
    assign K_CSA_carry[1] = ((K_CSA_sum[0] & K_CSA_carry[0]) | (K_CSA_carry[0] & K_CSA_input[3]) | (K_CSA_input[3] & K_CSA_sum[0])) << 1;
    assign K_CSA_sum[2] = K_CSA_sum[1] ^ K_CSA_carry[1] ^ K_CSA_input[4];
    assign K_CSA_carry[2] = ((K_CSA_sum[1] & K_CSA_carry[1]) | (K_CSA_carry[1] & K_CSA_input[4]) | (K_CSA_input[4] & K_CSA_sum[1])) << 1;
    assign K_CSA_sum[3] = K_CSA_sum[2] ^ K_CSA_carry[2] ^ K_CSA_input[5];
    assign K_CSA_carry[3] = ((K_CSA_sum[2] & K_CSA_carry[2]) | (K_CSA_carry[2] & K_CSA_input[5]) | (K_CSA_input[5] & K_CSA_sum[2])) << 1;
    assign K_CSA_sum[4] = K_CSA_sum[3] ^ K_CSA_carry[3] ^ K_CSA_input[6];
    assign K_CSA_carry[4] = ((K_CSA_sum[3] & K_CSA_carry[3]) | (K_CSA_carry[3] & K_CSA_input[6]) | (K_CSA_input[6] & K_CSA_sum[3])) << 1;
    assign K_CSA_sum[5] = K_CSA_sum[4] ^ K_CSA_carry[4] ^ K_CSA_input[7];
    assign K_CSA_carry[5] = ((K_CSA_sum[4] & K_CSA_carry[4]) | (K_CSA_carry[4] & K_CSA_input[7]) | (K_CSA_input[7] & K_CSA_sum[4])) << 1;
    reg larger, smaller;
    always @(*) begin
        CPA_input[0] = 25'd0; 
        CPA_input[1] = 25'd0; 
        if(mode) begin
            CPA_input[0] = D_CSA_sum[2]; 
            CPA_input[1] = D_CSA_carry[2]; 
        end else begin
            CPA_input[0] = K_CSA_sum[5];
            CPA_input[1] = K_CSA_carry[5];
        end
        CPA_output_w = CPA_input[0] + CPA_input[1];  
        MR_output_w = 24'd0;  
        if(mode) begin
            if ($signed(CPA_output_r) >= $signed(Q)) begin
                MR_output_w = CPA_output_r - Q;  
            end else if($signed(CPA_output_r)  < 0)begin
                MR_output_w = CPA_output_r + Q;
            end else begin
                MR_output_w = CPA_output_r;  
            end
        end else begin
            if ($signed(CPA_output_r[14:0]) >= $signed(Q)) begin
                MR_output_w = CPA_output_r - Q;  
            end else if($signed(CPA_output_r[14:0])  < 0)begin
                MR_output_w = CPA_output_r + Q;
            end else begin
                MR_output_w = CPA_output_r;  
            end
        end
    end
    always @(posedge clk ) begin
        CPA_output_r <= CPA_output_w;  
        MR_output_r <= MR_output_w;  
    end
endmodule
```

## flow/config.mk

```make
export PLATFORM = sky130hd
export DESIGN_NAME = MR
export DESIGN_NICKNAME = MR
export VERILOG_FILES = /design/flow/design.v
export SDC_FILE = /design/flow/constraint.sdc
export NUM_CORES = 4
export LEC_CHECK = 1
export CORE_UTILIZATION = 50
```

## flow/run.sh

```bash
#!/bin/bash
# OpenROAD 26Q1-2900-gdf79404cd8, Yosys 0.63+post, stock flow scripts
make -C /OpenROAD-flow-scripts/flow DESIGN_CONFIG=/design/flow/config.mk WORK_HOME=/design/flow/orfs finish
```

==> impl_metrics.json <==
{
  "postSynthSeqShare_pct": 11.38,
  "crit_path_start": "d[9]",
  "place_area_mm2": 0.009370,
  "syn_to_final_growth_pct": 10.51,
  "yosys_area_mm2": 0.008617,
  "port_buffers": 71,
  "core_area_mm2": 0.01670,
  "power.share.switching_pct": 49.03,
  "die_h_um": 133.3,
  "rsz0062_at_grt": "false",
  "drt_iter0_markers": 390,
  "yosys-top-cells-area": "ha_1 20%, fa_1 15%, dfxtp_1 11%",
  "vias": 7013,
  "setup_viol": 0,
  "synth.top_cell.area_share_pct": 19.89,
  "clk_latency_ns": 0.29,
  "ys_seq_elements": 49,
  "utilization_pct": 57.02,
  "ys_types": 83,
  "final-hold-violation-count": 0,
  "ys.flop_type": "dfxtp_1",
  "async_reset_ff_share_pct": 0,
  "clock_skew_ns": 0.009689,
  "max_cap_viol_count": 0,
  "avgSynthCellArea_um2": 8.415,
  "edf_count": 0,
  "r2r_setup_slack_ns": 7.14,
  "cp.arrival_ns": 8.14,
  "htreeDepth": 2,
  "setup_tns_ns": 0,
  "antennaDiodeCount": 0,
  "worstSetupEndpointType": "register",
  "drc": 0,
  "synth.largest_area_cell": "ha_1",
  "cts_made_buffers": 5,
  "pin_count": 72,
  "combPwrFrac_pct": 76.3,
  "timing.rr.start": "CPA_output_r[14]",
  "internal_power_mw": 1.129,
  "yosysMostFrequentCell": "inv_1",
  "power_frac_clock_pct": 7.2,
  "cts.root.buffer_cell": "clkbuf_16",
  "clock-sinks": 49,
  "syn-cell-area_mm2": 0.008617,
  "p_switching_mw": 1.086,
  "period_needed_ns": 7.957,
  "irDropWorstVdd_v": 0.00009299,
  "fmax_mhz": 125.7,
  "p_per_area_mw_per_mm2": 232.5,
  "cts_resized": 0,
  "totalWireLength_mm": 21.35,
  "top_cells_by_count": "157 x inv_1, 137 x ha_1, 73 x nor2_1",
  "ys_cells": 1024,
  "grt_pass1_wl_mm": 35.18,
  "final.period_utilization_pct": 71.05,
  "cts_hold_buffers": 0,
  "grt_max_degree": 59,
  "wire_per_inst_um": 16.72,
  "slew_headroom_pct": 41.75,
  "fp.dieArea_mm2": 0.01776,
  "antenna_found_initial": 0,
  "grt_overflow": 0,
  "grt_pass1_vias": 6714,
  "vias_per_cell": 5.492,
  "pwr-share-seq_pct": 16.6,
  "regToRegEndpoint": "MR_output_r[9]",
  "ctsLongestPathBuffers": 2,
  "ys_warn_count": 2,
  "fp_util_pct": 51.60,
  "clkSlewWorstSetupHoldPaths_ns": 0.07,
  "place.gp.congestion": 0.9068,
  "synthCells": 1024,
  "layout-drive-gt1-share_pct": 6.339,
  "dp_hpwl_mm": 17.20,
  "startpoint_type": "primary input",
  "std_cell_rows": 47,
  "max_slew.worst_pin.slew_ns": 0.8624,
  "power.leakage_nw": 4.449,
  "crit_end": "CPA_output_r[23]",
  "warnings": 44,
  "grt_usage_pct": 26.02,
  "antenna_left": 0,
  "crit_type": "primary input to register",
  "min_path_type": "register to register",
  "fin_hold_ws_ns": 0.5437,
  "worst_ep_required_time_ns": 11.38,
  "path_max_fanout": 6,
  "status": "finished clean",
  "tritoncts": "yes",
  "drtPass1Iterations": 5,
  "r2r_cells": 11,
  "post-cts-setup-buffer-count": 0,
  "fin_area_mm2": 0.009523,
  "maxSlewViolCount": 0,
  "die_w_um": 133.3
}
[cells in the final DEF (no fill, tap or decap), types with 9 or more instances in the layout]
master,count
dfxtp_1,49
nand2_1,52
fa_1,66
mux2_2,26
xnor2_1,24
a21oi_1,50
nor3_1,19
and2_1,21
clkdlybuf4s50_1,70
nand3_1,17
inv_1,157
nor2b_1,13
a31oi_1,9
o21a_1,10
nand2b_1,12
o21ai_0,35
nor2_1,73
ha_1,137
a211oi_1,14
a21o_1,10
xor2_1,14
[flip-flops by register name (all words and copies together) (netlist names)]
name / count
CPA_output_r: 25
MR_output_r: 24
[critical path, stage by stage]
cell and delay (ns):
clkdlybuf4s50_1 0.65, inv_1 0.19, fa_1 0.53, inv_1 0.05
fa_1 0.41, fa_1 0.39, fa_1 0.48, inv_1 0.04
ha_1 0.29, inv_1 0.08, fa_1 0.40, mux2_2 0.27
ha_1 0.37, a21oi_1 0.20, nor2b_1 0.08, or4_1 0.39
o21ba_2 0.24, o31a_1 0.29, o21a_1 0.22, o311ai_0 0.32
[stage by stage]
| stage | total power, mW | cells | worst slack, ns |
|---|---|---|---|
| after global placement | 2.049 | 1269 | 2.972 |
| after global routing | 2.470 | 1277 | 2.896 |
| after floorplan | 1.650 | 1024 | 3.914 |
| after CTS | 2.220 | 1277 | 3.201 |
| final | 2.214 | 1277 | 3.243 |
| after detailed placement | 2.042 | 1269 | 2.892 |
[layer usage]
metal  share of wire [%]  global-route usage, %
met5                   0                      0
met4                 1.9                  3.914
met3                 4.3                  3.613
met2                  45                  41.15
met1                  48                  39.68
[power groups by stage]
stage	clock network, mW	logic (mW)	registers (mW)
after CTS	0.164	1.69	0.365
after global routing	0.172	1.92	0.380
final	0.159	1.69	0.367
[area by class of cell]
class	count	area (um2)
clock inverters	2	13.76
flip-flops and latches	49	980.9
inverters	158	593.1
repair buffers	79	765.7
fillers	1621	7178
multi-input cells	763	6755
well taps	220	275.3
clock buffers	6	138.9
[cell families (layout without fill, tap and decap cells)]
logic type / after synthesis / count (layout) / synth area share (%)
AOI/OAI and AO/OA: 228 / 228 / 19.78
xor gates and xnor gates: 38 / 38 / 3.862
adders and majority gates: 203 / 203 / 35.23
buffers and inverters: 212 / 245 / 10.22
DFF: 49 / 49 / 11.38
muxes: 33 / 33 / 4.211
and+or+nand+nor: 261 / 261 / 15.32
[worst min path at each step]
stage,from,depth (start not counted),to,slack [ns]
4_1_cts,CPA_output_r[7],1,MR_output_r[7],0.54
5_1_grt,CPA_output_r[3],1,MR_output_r[3],0.58
6_report,CPA_output_r[7],1,MR_output_r[7],0.54
Power figures rest on the tool's default switching activity, not on a simulated workload.
